==> flow/config.mk <==
export PLATFORM = sky130hd
export DESIGN_NAME = reg_ID_EX
export DESIGN_NICKNAME = reg_ID_EX
export VERILOG_FILES = /design/flow/design.v
export SDC_FILE = /design/flow/constraint.sdc
export NUM_CORES = 4
export LEC_CHECK = 1
export CORE_AREA = 10 10 221 221
export DIE_AREA = 0 0 231 231
==> flow/constraint.sdc <==
current_design reg_ID_EX

set clk_period 1.0
set clk_io_pct 0.2

create_clock -name clk0 -period $clk_period [get_ports {clk}]

set non_clock_inputs [all_inputs -no_clocks]
set_input_delay [expr $clk_period * $clk_io_pct] -clock clk0 $non_clock_inputs
set_output_delay [expr $clk_period * $clk_io_pct] -clock clk0 [all_outputs]
==> flow/design.v <==
module reg_ID_EX(
    input clk,
    input reset,
    input [31:0] inst_DE,
    input [4:0] stall,
    input [31:0] id_op_1,  
    input [31:0] id_op_2,  
    input [31:0] id_op_3,  
    input [3:0] id_alu_op,
    input [4:0] id_rd_addr,  
    input id_rd_we,
    input [31:0] id_mem_offset,
    output reg [31:0] ex_op_1,  
    output reg [31:0] ex_op_2,  
    output reg [31:0] ex_op_3,  
    output reg [3:0] ex_alu_op,
    output reg [4:0] ex_rd_addr,  
    output reg ex_rd_we,
    output reg [31:0] ex_mem_offset,
    output reg [31:0] inst_EX
    );
    always @(posedge clk) begin
        if(reset == 1)begin
            ex_alu_op <= 0;
            ex_op_1 <= 0;
            ex_op_2 <= 0;
            ex_op_3 <= 0;
            ex_rd_addr <= 0;
            ex_rd_we <= 0;
            ex_mem_offset <= 0;
        end
        else if(stall[2] == 1) begin
            ex_alu_op <= 0;
            ex_op_1 <= 0;
            ex_op_2 <= 0;
            ex_op_3 <= 0;
            ex_rd_addr <= 0;
            ex_rd_we <= 0;
            ex_mem_offset <= 0;
        end
        else begin  
            ex_op_1 <= id_op_1;
            ex_op_2 <= id_op_2;
            ex_op_3 <= id_op_3;
            ex_alu_op <= id_alu_op;
            ex_rd_addr <= id_rd_addr;
            ex_rd_we <= id_rd_we;
            ex_mem_offset <= id_mem_offset;
        end
    end
    always @(posedge clk) begin
        if(stall[2] == 1) begin
            inst_EX <= 32'bx;
        end
        else begin
            inst_EX <= inst_DE; 
        end
    end
endmodule
==> flow/run.sh <==
#!/bin/bash
# OpenROAD 26Q1-2900-gdf79404cd8, Yosys 0.63+post, stock flow scripts
make -C /OpenROAD-flow-scripts/flow DESIGN_CONFIG=/design/flow/config.mk WORK_HOME=/design/flow/orfs finish
==> ci_impl_report.md <==
### Flow metrics

| Metric | Value |
|---|---|
| Combinational share of power | `0.106` |
| Leakage | `approximately 3.8 nW` |
| Syn Inst Count | `338` |
| Seq share, synth | `0.636` |
| Most frequent cells after synthesis | `dfxtp_1 (170), nor3b_2 (120), buf_6 (26)` |
| CTS clock-pin slew for the worst setup and hold paths | `0.07 ns` |
| Flop pwr share | `0.462` |
| Slew of the pin with the lowest slew margin | `approximately 0.25 ns` |
| Top-area cell share | `0.636` |
| Final hold vios | `0` |
| Ys async rst share | `0` |
| Die W | `about 230 µm` |
| Final period util | `1.11` |
| Slew Viols, Final | `0` |
| Fmax | `between 800 and 900 MHz` |
| Warnings from Yosys | `1` |
| Post-CTS setup buffers | `0` |
| Max VDD drop | `1.17 mV` |
| Top cell family by delay on the critical path | `flip-flops` |
| Antenna violations before repair | `0` |
| Pwr per Cell Area | `1640 mW/mm²` |
| Status | `complete, but fails checks` |
| # setup viols final | `170` |
| Drt via density | `2.94` |
| I/O Buffers | `around 340` |
| Final worst slack | `-0.111 ns` |
| Pin count of the biggest net entering global routing | `23` |
| Clk pwr share | `0.432` |
| Ports | `roughly 350` |
| CTS tree | `done` |
| Total GRT Usage | `0.0658` |
| Core ar. | `~0.044 mm²` |
| FP Rows | `77` |
| WL/cell | `about 14 µm` |
| Main flop type | `dfxtp_1` |
| Critical Path Slowest Stage Cell | `dfxtp_2` |
| Avg Cell Area, Syn | `between 15 and 20 µm²` |
| Final wirelength | `about 18 mm` |
| ANT cells | `0` |
| Gr ovfl total | `0` |
| Sw frac | `0.229` |
| Minimum clock period | `roughly 1.1 ns` |
| Gpl congestion | `between 0.7 and 0.8` |
| Global-route wire length before repair | `~27 mm` |
| RSZ-0062 raised after global routing | `yes` |
| Ys cells | `around 340` |
| Log Warnings | `31` |
| Count leader, synth | `dfxtp_1` |
| Share of layout cells above drive strength 1 | `0.529` |
| Drt drc | `0` |
| Post-DP HPWL | `about 14 mm` |
| CP arrival | `0.91 ns` |
| DR iter-0 viols | `around 100` |
| Critical path class | `register to output pin` |
| Switching power | `between 3 and 4 mW` |
| CTS buffer count | `17` |
| Layout fillers | `4814` |
| Init Core Util | `0.121` |
| Setup tns final | `-13.28 ns` |
| Total of max-cap violations | `0` |
| Crit path buffers/inverters | `1` |
| CP Cell Sequence | `buf_6` |
| Placed instance count | `approximately 1300` |
| Max-slew headroom | `0.835` |
| Top cells by area | `dfxtp_1 (64%), nor3b_2 (28%), buf_6 (5.5%)` |
| Post-synth top area cell | `dfxtp_1` |
| CTS Sinks | `approximately 170` |
| Final Cell Area | `about 0.0094 mm²` |
| CTS HTree Levels | `4` |
| Cell Count, Final, Fillers Out | `about 1300` |
| CP Max Fanout | `1` |
| Hold crit path type | `input pin to register` |
| Post-DP Area | `0.00963 mm²` |
| CTS root buf | `clkbuf_16` |
| Cell Type Count | `7` |
| Pint | `between 10 and 15 mW` |
| Yosys stat chip area | `about 0.0054 mm²` |
| Flops after synth | `between 150 and 200` |
| ANT nets after route | `0` |
| Required time worst endpoint | `~0.80 ns` |
| Number of enable flip-flop cells | `0` |
| Worst Setup Start Kind | `register` |
| Violated checks | `negative setup slack` |
| Clock Tree Buf Depth | `2` |
| 1st-pass router iterations | `6` |
| CP endpoint kind | `output pin` |
| DR vias | `around 3800` |
| Chip Area | `between 0.05 and 0.06 mm²` |
| Slowest cell delay on critical path | `approximately 0.32 ns` |
| Die height | `231 µm` |
| CTS Hold Bufs | `0` |
| Cell area after synthesis | `~0.0054 mm²` |
| Vias in the first global route | `about 4000` |
| Area delta synth->final | `75.7%` |
routing by layer:
metal	vias up	part of all wire	global-route usage
met2	199	0.47	0.106
met3	25	0.13	0.0377
li1	1866	-	-
met4	0	0.027	0.0146
met5	-	0	0
met1	1743	0.37	0.0748
placed cells by master, fill, tap and decap left out:
master	instances
buf_6	7
buf_2	165
buf_4	19
clkbuf_1	1
clkinv_2	1
inv_8	1
clkbuf_16	17
dfxtp_2	23
buf_12	14
nor3b_2	120
clkdlybuf4s50_1	170
clkinvlp_4	4
dfxtp_1	147
nor3b_1	18
inv_6	4
bufinv_16	2
final cells by class:
type	count	area, µm²	share of cell area
flip-flops and latches	170	3430	0.365
repair buffers	375	3030	0.322
multi-input cells	138	1640	0.174
well taps	592	741	0.0787
clock buffers	18	429	0.0456
clock inverters	12	141	0.0150
timing repair:
| action | in CTS | in global routing |
|---|---|---|
| setup endpoints to repair | 170 | 170 |
| pin swaps | 0 | 0 |
| resized | 569 | 12 |
through the flow:
step / setup slack [ns] / utilization / total power [mW] / hold WS (ns)
final: -0.111 / 0.213 / 15.4 / 0.0610
after CTS: -0.180 / 0.213 / 15.8 / 0.0209
after floorplan: 0.282 / - / 7.78 / 0.228
after detailed placement: -0.0595 / 0.218 / 9.22 / 0.581
after global placement: -0.131 / 0.218 / 9.21 / 0.602
after global routing: -0.167 / 0.213 / 16.1 / 0.0570
kinds of logic after synthesis:
logic type    after synthesis  synth area share
flops                     170             0.636
simple gates              138             0.306
buf+inv                    30            0.0587
sequential cells by signal, summed over array words and instances, names as in the netlist:
register and count:
ex_alu_op 4, ex_mem_offset 32, ex_op_1 32, ex_op_2 32, ex_op_3 32, ex_rd_addr 5
ex_rd_we 1, inst_EX 32
power groups by stage:
stage         combinational, mW  clock (mW)  sequential, mW
CTS                        1.68        7.02            7.12
global route               1.78        7.18            7.15
finish                     1.64        6.65            7.12
worst paths after layout:
check,from,depth (start not counted),end,slack (ns)
worst max-delay path,ex_op_3[1],1,ex_op_3[1],-0.11
worst min-delay path,reset,3,ex_op_3[1],0.06
Power is estimated from default activity; no workload was simulated.
