[/design/flow/run.sh]
#!/bin/bash
# OpenROAD 26Q1-2900-gdf79404cd8, Yosys 0.63+post, stock flow scripts
make -C /OpenROAD-flow-scripts/flow DESIGN_CONFIG=/design/flow/config.mk WORK_HOME=/design/flow/orfs finish
[/design/flow/config.mk]
export PLATFORM = sky130hd
export DESIGN_NAME = ID_stage
export DESIGN_NICKNAME = ID_stage
export VERILOG_FILES = /design/flow/design.v
export SDC_FILE = /design/flow/constraint.sdc
export NUM_CORES = 4
export LEC_CHECK = 1
export CORE_AREA = 10 10 223 223
export DIE_AREA = 0 0 233 233
[/design/flow/constraint.sdc]
current_design ID_stage

set clk_period 13.7
set clk_io_pct 0.2

create_clock -name clk0 -period $clk_period

set non_clock_inputs [all_inputs -no_clocks]
set_input_delay [expr $clk_period * $clk_io_pct] -clock clk0 $non_clock_inputs
set_output_delay [expr $clk_period * $clk_io_pct] -clock clk0 [all_outputs]
[/design/flow/design.v]
module ID_stage(
	input reset,
	input [31:0] pc,
	input [31:0] inst,
	input [4:0] prev_rd_addr,
	input [31:0] prev_rd_data,
	input prev_rd_we, 
	input [3:0] i_alu_op_ex,
	input [31:0] r1_data,
	input [31:0] r2_data,  
	input [31:0] r3_data,  
	output reg r1_read_enable,  
	output reg r2_read_enable,  
	output reg r3_read_enable,  
	output reg [4:0] r1_addr,  
	output reg [4:0] r2_addr,  
	output reg [4:0] r3_addr,  
	output reg [31:0] op_1,  
	output reg [31:0] op_2,  
	output reg [31:0] op_3,  
	output reg [4:0] rd_addr,  
	output reg [31:0] mem_offset,
	output reg rd_we,
	output reg br,  
	output reg [31:0] branch_addr,
	output reg [3:0] alu_op,
	output reg [31:0] pc_out,  
	output reg [31:0] ID_inst,
	output wire StallCheck
	);
	wire [6:0] opcode = inst[6:0];
	wire [2:0] funct3 = inst[14:12];
	wire [6:0] funct7 = inst[31:25];
	wire [11:0] Itype_imm = inst[31:20];
	wire [11:0] Stype_imm = {inst[31:25], inst[11:7]};
	reg [31:0] imm1_reg;
	wire [4:0] rd = inst[11:7];
	wire [4:0] rs1 = inst[19:15];
	wire [4:0] rs2 = inst[24:20];
	wire [4:0] rs3 = inst[11:7];
	wire [31:0] pc_plus_Btype;  
	wire [31:0] Btype = {{20{inst[31]}}, inst[7], inst[30:25], inst[11:8], 1'b0};
	assign pc_plus_Btype = pc + {{20{inst[31]}}, inst[7], inst[30:25], inst[11:8], 1'b0};
	wire reg1_reg2_eq;  
	assign reg1_reg2_eq = op_1==op_2?1:0;
	wire alu_is_load;
	assign alu_is_load = (i_alu_op_ex == 4'b1000)? 1:0;
	assign StallCheck = (alu_is_load == 1 && (rs1 == prev_rd_addr || rs2 == prev_rd_addr))? 1:0; 
	always @(*) begin
		if(reset == 1)begin
			alu_op = 0;
			br = 0;
			branch_addr = 0;
			r1_read_enable = 0;
			r2_read_enable = 0;
			r3_read_enable = 0;
			r1_addr = 0;
			r2_addr = 0;
			r3_addr = 0;
			rd_addr = 0;
			mem_offset = 0;
			rd_we = 0;
		end
		else begin
			br = 0;
			branch_addr = 0;
			r3_addr = 0;
			r3_read_enable = 0;
			case (opcode)
				7'b0110011: begin
					case (funct3)
						3'b111 : begin
							alu_op = 4'b0010;
							r1_read_enable = 1;
							r2_read_enable = 1;
							r1_addr = rs1;
							r2_addr = rs2;
							rd_addr = rd;
							rd_we = 1;
							imm1_reg = 0;
							mem_offset = 0;
						end
						3'b110 : begin
							alu_op = 4'b0011;
							r1_read_enable = 1;
							r2_read_enable = 1;
							r1_addr = rs1;
							r2_addr = rs2;
							rd_addr = rd;
							rd_we = 1;
							imm1_reg = 0;
							mem_offset = 0;
						end
						3'b000 : begin
							case (funct7)
								7'b0000000: begin
									alu_op = 4'b0000;
									r1_read_enable = 1;
									r2_read_enable = 1;
									r1_addr = rs1;
									r2_addr = rs2;
									rd_addr = rd;
									rd_we = 1;
									imm1_reg = 0;
									mem_offset = 0;        
								end
								7'b0100000: begin
									alu_op = 4'b0001;
									r1_read_enable = 1;
									r2_read_enable = 1;
									r1_addr = rs1;
									r2_addr = rs2;
									rd_addr = rd;
									rd_we = 1;
									imm1_reg = 0;
									mem_offset = 0;        
								end
								default: begin  
								end 
							endcase
						end
						3'b001 : begin
							alu_op = 4'b0100;
							r1_read_enable = 1;
							r2_read_enable = 1;
							r1_addr = rs1;
							r2_addr = rs2;
							rd_addr = rd;
							rd_we = 1;
							imm1_reg = 0;
							mem_offset = 0;
						end
						3'b101 : begin
							alu_op = 4'b0101;
							r1_read_enable = 1;
							r2_read_enable = 1;
							r1_addr = rs1;
							r2_addr = rs2;
							rd_addr = rd;
							rd_we = 1;
							imm1_reg = 0;
							mem_offset = 0;
						end
						default: begin
						end
					endcase
				end                                                  
				7'b0010011 : begin
					alu_op = 4'b0000;
					r1_read_enable = 1;
					r2_read_enable = 0;
					r1_addr = rs1;
					r2_addr = 0;
					rd_addr = rd;
					rd_we = 1;
					imm1_reg = {{20{Itype_imm[11]}}, Itype_imm};
					mem_offset = 0;
				end
				7'b0110111 : begin
					alu_op = 4'b0000;
					r1_read_enable = 1;
					r2_read_enable = 0;
					r1_addr = rs1;
					r2_addr = 0;
					rd_addr = rd;
					rd_we = 1;
					imm1_reg = {{20{Itype_imm[11]}}, Itype_imm};
					mem_offset = 0;
				end
				7'b0000011: begin
				    case(funct3)
				        3'b010: begin
                            alu_op = 4'b1000;
                            r1_read_enable = 1;
                            r2_read_enable = 0;
                            r1_addr = rs1;
                            r2_addr = 0;
                            rd_addr = rd;
                            rd_we = 1;
                            imm1_reg = 0;
                            mem_offset = {{20{Itype_imm[11]}}, Itype_imm};
                        end
                        3'b000: begin
                            alu_op = 4'b1000;
                            r1_read_enable = 1;
                            r2_read_enable = 0;
                            r1_addr = rs1;
                            r2_addr = 0;
                            rd_addr = rd;
                            rd_we = 1;
                            imm1_reg = 0;
                            mem_offset = {{20{Itype_imm[11]}}, Itype_imm};
                        end
                        3'b001: begin
                            alu_op = 4'b1000;
                            r1_read_enable = 1;
                            r2_read_enable = 0;
                            r1_addr = rs1;
                            r2_addr = 0;
                            rd_addr = rd;
                            rd_we = 1;
                            imm1_reg = 0;
                            mem_offset = {{20{Itype_imm[11]}}, Itype_imm};
                        end
                        3'b100: begin
                            alu_op = 4'b1000;
                            r1_read_enable = 1;
                            r2_read_enable = 0;
                            r1_addr = rs1;
                            r2_addr = 0;
                            rd_addr = rd;
                            rd_we = 1;
                            imm1_reg = 0;
                            mem_offset = {{20{Itype_imm[11]}}, Itype_imm};
                        end
                        3'b101: begin
                            alu_op = 4'b1000;
                            r1_read_enable = 1;
                            r2_read_enable = 0;
                            r1_addr = rs1;
                            r2_addr = 0;
                            rd_addr = rd;
                            rd_we = 1;
                            imm1_reg = 0;
                            mem_offset = {{20{Itype_imm[11]}}, Itype_imm};
                        end
                        default: begin
                        end
                    endcase
				end
            7'b1100011:begin 
             case(funct3)
                   3'b000:begin
                       alu_op = 4'b1001;	
                       r1_read_enable = 1;
                       r2_read_enable = 1;
                       r1_addr = rs1;
                       r2_addr = rs2;
                       rd_addr = rd;
                       rd_we = 0;
                       imm1_reg = 0;
                       mem_offset = 0;
                       if (reg1_reg2_eq == 1) begin
                           br = 1;
                           branch_addr = pc_plus_Btype;
                       end
                    end
                   3'b001: begin
                     alu_op = 4'b1001;	
                     r1_read_enable = 1;
                     r2_read_enable = 1;
                     r1_addr = rs1;
                     r2_addr = rs2;
                     rd_addr = rd;
                     rd_we = 0;
                     imm1_reg = 0;
                     mem_offset = 0;
                     if (reg1_reg2_eq == 1) begin
                       br = 1;
                       branch_addr = pc_plus_Btype;
                   end
                end 
           3'b100:begin
             alu_op = 4'b1001;	
             r1_read_enable = 1;
             r2_read_enable = 1;
             r1_addr = rs1;
             r2_addr = rs2;
             rd_addr = rd;
             rd_we = 0;
             imm1_reg = 0;
             mem_offset = 0;
             if (reg1_reg2_eq == 1) begin
               br = 1;
               branch_addr = pc_plus_Btype;
           end
        end
        default: begin
        end
     endcase  
end
		  7'b0100011:begin 
		       case(funct3)
                  3'b010:begin
                   alu_op = 4'b0111;
                   r1_read_enable = 1;
                   r2_read_enable = 1;
                   r1_addr = rs1;
                   r2_addr = rs2;
                   rd_addr = 0;
                   rd_we = 0;
                   imm1_reg = 0;
                   mem_offset = {{20{Stype_imm[11]}}, Stype_imm};
                 end
                 3'b000:begin
                    alu_op = 4'b0111;
                    r1_read_enable = 1;
                    r2_read_enable = 1;
                    r1_addr = rs1;
                    r2_addr = rs2;
                    rd_addr = 0;
                    rd_we = 0;
                    imm1_reg = 0;
                    mem_offset = {{20{Stype_imm[11]}}, Stype_imm};
                  end
                 3'b001:begin
                    alu_op = 4'b0111;
                    r1_read_enable = 1;
                    r2_read_enable = 1;
                    r1_addr = rs1;
                    r2_addr = rs2;
                    rd_addr = 0;
                    rd_we = 0;
                    imm1_reg = 0;
                    mem_offset = {{20{Stype_imm[11]}}, Stype_imm};
                  end
                  default: begin
				  end
			  endcase  
		   end
		   default: begin
		   end
        endcase 
      end  
      end       
	always @(*) begin
		if(reset == 1) begin
			op_1 = 0;
		end
		else if(alu_is_load == 0 && r1_read_enable == 1 && (rs1 == prev_rd_addr)) begin
			if (prev_rd_addr == 5'b0) begin
				op_1 = 0; 
            end            
			else begin
				op_1 = prev_rd_data;
			end
		end
		else if(r1_read_enable == 1) begin
			op_1 = r1_data;  
		end
		else begin
			op_1 = 0;
		end
	end
	always @(*) begin
		if(reset == 1) begin
			op_2 = 0;
		end
		else if(alu_is_load == 0 && r2_read_enable == 1 && (rs2 == prev_rd_addr)) begin
			op_2 = prev_rd_data; 
		end
		else if (r2_read_enable == 0) begin
			op_2 = imm1_reg;  
		end
		else if(r2_read_enable == 1) begin
			op_2 = r2_data;
		end
	end
	always @(*) begin
		if(reset == 1) begin
			op_3 = 0;
		end
		else if(r3_read_enable == 1) begin
			op_3 = r3_data;
		end
		else if (r3_read_enable == 0) begin
		end
	end
	always @(*) begin
		pc_out = pc;
	end
	always @(*) begin
		ID_inst = inst;
	end
endmodule
==> changes_impl.md <==
### Implementation results

* Outcome: finished clean
* Chip Width at 233 um
* Final std cells w/o fill at approximately 1.9k
* Critical path arrival at around 7500 ps
* Minimum clock period at roughly 10,000 ps
* Gate Area at 4930 um^2
* Num rows at roughly 77
* WS Path Type: input port to primary output
* Largest net degree at the start of global routing at between 60 and 70
* Syn. warnings at 1
* Count of library flops with an enable pin at 0
* Core Util, Final at between 20% and 30%
* Via count at around 8.6k
* DR iter-0 viols at between 600 and 700
* Fillers at approximately 4.9k
* Placed Area at roughly 12,000 um^2
* Gr ovfl total at 0
* Tool warnings at 33
* DRT Pass-1 Iters at 7
* Gr usage total at 14.5%
* Slew of the pin with the lowest slew margin at 908 ps
* Worst VDD drop at roughly 16 uV
* Top cells excl fill/tap: clkdlybuf4s50_1, nand2_1, and2_1, nor2_1, dlxtn_1
* Mean Syn Cell Area at between 7 and 8 um^2
* Hold Fails Final Rpt at 0
* Post-DP HPWL at approximately 34,000 um
* RD Place Congestion at between 0.9 and 1
* Fmax at ~100 MHz
* Switching share of total power at around 45%
* Fin area at around 12,000 um^2
* # setup viols final at 0
* Crit path max fanout at 34
* Share of layout cells above drive strength 1 at under 10%
* PortBufs at roughly 450
* Die extent in y at 233 um
* Register pins left without a clock at between 70 and 80
* Antenna Nets Post-Route at 0
* PwrDens at 25.2 nW/um^2
* CP Buf/Inv Count at 3
* Number of flip-flops in the largest register at 32
* CP max stage delay at 720 ps
* Yosys cell count at 999
* Pint at around 0.16 mW
* Seq. cell area at 1170 um^2
* Number of max-cap violations at 0
* Delay-heaviest family, CP: simple AND/OR/NAND/NOR gates
* Post-synth regs at approximately 80
* Via density at between 4 and 5
* Core area at approximately 45,000 um^2
* YS chip area at 7180 um^2
* LEAKAGE at ~4.7 nW
* Ports at between 400 and 500
* # hold bufs at CTS at 0
* First-pass GRT wire length at between 50,000 and 60,000 um
* Cell area after synthesis at 7180 um^2
* Synth Flop Type: dlxtn_1
* Hold WC Path Type: input port to primary output
* Post_cts resized at 0
* Total Neg Setup Slack at 0 ps
* Crit start category: input port
* Max Slew Vio Count at 0
* FP Util at roughly 16%
* Final period util at between 70% and 80%
* Async SR Flop Fraction at 0%
* Distinct lib cells at 81
* DR DRC count at 0
* Initial antenna violation count at 1
* Setup bufs post-CTS at 0
* Pre-CTS WS at about 3400 ps
* Wire per inst at between 20 and 25 um
* P&R area growth vs syn at 61.3%
* Critical path required time at 10,960 ps
* Most instantiated logic cell after routing: clkdlybuf4s50_1
* Post-Route WL at approximately 42,000 um
* Die ar. at 54,300 um^2
* Psw at around 0.13 mW
* Final worst slack at 3450 ps
* Endpoints left unconstrained at 164
* Slowest cell on the critical path: clkdlybuf4s50_1
* RSZ-0062 raised after global routing: false
* Critical path cell sequence: clkdlybuf4s50_1 -> xnor2_1 -> and3_1 -> nand3_4 -> mux2i_1 -> nor4_1 -> buf_4 -> a2111oi_0 -> nand4_1 -> and4bb_4 -> and3_1 -> clkdlybuf4s50_1
* Syn Inst Count at 999
* Rel. slew slack at between 30% and 40%
* Vias in the first global route at 8,573
* Critical Path End Type: primary output
* Placed insts at between 1.5k and 2k
## cell usage after synthesis, types with 22 or more instances
cell type | instances | area [um^2]
mux2i_1 | 36 | 360
nor2b_1 | 44 | 275
nor3_1 | 22 | 110
a21oi_1 | 38 | 190
o21ai_0 | 30 | 150
inv_1 | 22 | 82.6
and2_1 | 55 | 344
nor4_1 | 23 | 144
nand3_1 | 24 | 120
nand2_1 | 129 | 484
clkbuf_1 | 32 | 120
ha_1 | 30 | 375
dlxtn_1 | 46 | 691
dlxtp_1 | 32 | 480
xnor2_1 | 28 | 245
buf_4 | 98 | 736
nor2_1 | 47 | 176
## power by group through the flow
stage	registers (mW)	logic, mW	clock network, mW
after global routing	0.0155	0.302	0.00000000977
after CTS	0.0151	0.280	0
## final timing paths
path,end,startpoint,cells past startpoint
max,branch_addr[23],inst[23],12
min,pc_out[28],pc[28],2
## metrics by stage
step           hold WS [ps]  power (mW)
2_1_floorplan          5550       0.147
3_3_place_gp           6330       0.292
3_5_place_dp           6320       0.293
4_1_cts                6340       0.295
5_1_grt                6350       0.317
6_report               6320       0.292
## layout make-up
class	instances	share of cell area (%)
inverters	23	0.746
well taps	592	6.40
multi-input cells	748	42.5
flip-flops and latches	78	10.1
diodes	4	0.0864
repair buffers	469	40.1
## logic make-up after synthesis
logic type	Yosys count	share of synthesized area, %
muxes	52	7.53
xor gates and xnor gates	34	4.15
buffers and inverters	178	15.5
adders and majority gates	31	5.51
AOI/OAI and AO/OA	206	20.0
and+or+nand+nor	419	31.0
latches	78	16.3
other	1	0.0522
## routing by layer
layer | routed length, um | up-vias | GRT usage, %
met5 | 0 | - | 0
met4 | 747 | 0 | 2.45
met3 | 3560 | 39 | 3.09
met2 | 19900 | 446 | 24.5
met1 | 17600 | 4018 | 18.9
li1 | - | 4110 | -
Power is estimated from default activity; no workload was simulated.
