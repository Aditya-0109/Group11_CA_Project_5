### design/flow/design.v
module mem_stage(
    input reset,
    input [4:0] rd_addr_mem,  
    input rd_we_mem,  
    input [31:0] rd_data_mem,  
    input [31:0] mem_addr_mem,  
    input [31:0] inst_mem,
    input [3:0] alu_op_mem,  
    input [31:0] sw_data,  
    input [31:0] loadnoc_data,  
    input [31:0] ram_data,  
    output reg [31:0] reg_data_mem,  
    output reg [4:0] reg_addr_mem,  
    output reg reg_we_mem,  
    output reg [31:0] ram_addr_mem,  
    output reg [31:0] ram_data_mem,  
    output reg ram_read_enable,
    output reg ram_write_enable,
    output reg [31:0] tb_inst_mem
    );
    always @(*) begin
        if(reset == 1) begin
            reg_data_mem = 0;    
            reg_addr_mem = 0;    
            reg_we_mem = 0;       
            ram_addr_mem = 0;  
            ram_data_mem = 0; 
            ram_read_enable = 0;
            ram_write_enable = 0;
        end
        else begin  
            case (alu_op_mem)
               4'b1000 : begin
                    reg_addr_mem = rd_addr_mem;
                    reg_data_mem = ram_data;
                    reg_we_mem = rd_we_mem;
                    ram_addr_mem = mem_addr_mem;
                    ram_data_mem = 0;
                    ram_read_enable = 1;
                    ram_write_enable = 0;
               end 
               4'b0111 : begin
                    reg_data_mem = 0;
                    reg_we_mem = rd_we_mem;
                    reg_addr_mem = rd_addr_mem;
                    ram_addr_mem = mem_addr_mem;
                    ram_data_mem = sw_data;
                    ram_read_enable = 0;
                    ram_write_enable = 1;
               end
               4'b1010 : begin
                    reg_data_mem = 0;
                    reg_we_mem = rd_we_mem;
                    reg_addr_mem = rd_addr_mem;
                    ram_addr_mem = mem_addr_mem;
                    ram_data_mem = loadnoc_data;
                    ram_read_enable = 0;
                    ram_write_enable = 1;
               end
               4'b1011 : begin
                    reg_data_mem = 0;
                    reg_we_mem = rd_we_mem;
                    reg_addr_mem = rd_addr_mem;
                    ram_addr_mem = mem_addr_mem;
                    ram_data_mem = 32'b0;
                    ram_read_enable = 0;
                    ram_write_enable = 1;
               end
                default: begin
                    reg_we_mem = rd_we_mem;
                    reg_data_mem = rd_data_mem;
                    reg_addr_mem = rd_addr_mem;
                end 
            endcase
        end
    end
    always @(*) begin
        tb_inst_mem = inst_mem;
    end
endmodule
### design/flow/run.sh
#!/bin/bash
# OpenROAD 26Q1-2900-gdf79404cd8, Yosys 0.63+post, stock flow scripts
make -C /OpenROAD-flow-scripts/flow DESIGN_CONFIG=/design/flow/config.mk WORK_HOME=/design/flow/orfs finish
### design/flow/config.mk
export PLATFORM = sky130hd
export DESIGN_NAME = mem_stage
export DESIGN_NICKNAME = mem_stage
export VERILOG_FILES = /design/flow/design.v
export SDC_FILE = /design/flow/constraint.sdc
export NUM_CORES = 4
export LEC_CHECK = 1
export CORE_AREA = 10 10 138 138
export DIE_AREA = 0 0 148 148
### design/flow/constraint.sdc
current_design mem_stage

set clk_period 17.1
set clk_io_pct 0.2

create_clock -name clk0 -period $clk_period

set non_clock_inputs [all_inputs -no_clocks]
set_input_delay [expr $clk_period * $clk_io_pct] -clock clk0 $non_clock_inputs
set_output_delay [expr $clk_period * $clk_io_pct] -clock clk0 [all_outputs]
==> deck_impl_summary.md <==
Synthesis and Place & Route Summary

Drt
  • First-pass detailed-route iteration total: 4
  • Top sig layer: met4
  • Met2 wire length: 6.08 mm
  • Per-cell via count in the routed design: 3.88
  • Average wire per cell in the routed design: roughly 18 um
  • Met3 layer wire length in the routed design: 1.51 mm
  • Post-Route WL: between 10 and 15 mm
  • # DRC: 0
  • Drt initial violations: 79
  • DRT antenna net count: 0
  • DRT met1 WL: 4.14 mm
  • Via count: between 2,000 and 3,000

Die
  • Core outline area: 0.0160 mm^2
  • Std cell rows: 46
  • Die height: 148 um
  • I/O pins: 339
  • Initial standard-cell utilization of the core: 13.9%
  • Die span in x: approximately 150 um
  • Chip Footprint: 0.0219 mm^2

Global routing
  • Number of antenna violations at the first check in global routing: 1
  • Sum of overflow across all layers after global routing: 0
  • Maximum number of pins on one net before global-route repair: 59
  • GR Util All Layers: approximately a tenth
  • Vias in the first global route: 2,879
  • Wire length of the first global-routing pass: ~17 mm

Yosys
  • Average cell area after synthesis: between 9 and 10 um^2
  • Synth warnings: 1
  • Largest cells by area after synthesis: dlxtn_1, a22o_1, nor2b_1, buf_4, buf_2
  • Post-synth area from yosys stat: 0.00223 mm^2
  • Cell Type Count: 20
  • Registers, synthesis: between 60 and 70
  • Area of the mapped netlist: approximately 0.0022 mm^2
  • Cell taking the most area after synthesis: dlxtn_1
  • Area share, top type: 44.4%
  • # Cells Yosys: between 200 and 250
  • Mapped Cells: approximately 230

Pwr
  • Total power after layout: 88.3 uW
  • Leakage component of the power: around 1.9 nW
  • Power per cell area: 17.7 mW/mm^2
  • VDD IR max: 6.41 uV

Placement
  • GPL Wtd Cong: 0.766
  • Number of placed cells counting well taps: around 680
  • Placed wire-length estimate: about 11 mm
  • Number of buffers added on ports: 275
  • Placement Cell Area: about 0.0050 mm^2

Setup path
  • Element type at the critical path end: output pin
  • Data required, critical path: 13.68 ns
  • Worst Path Max Fanout: 40
  • Critical Path Source Type: input pin
  • Critical Path AT: slightly below 6 ns
  • Most Frequent Cell on Critical Path: clkdlybuf4s50_1
  • Delay of the slowest cell on the worst path: 0.75 ns
  • Crit path buffers/inverters: 2
  • Critical-path cell with the highest stage delay: and4b_2
  • Critical path startpoint: alu_op_mem[3]
  • Critical path cell sequence: clkdlybuf4s50_1 -> or3b_1 -> and4b_2 -> a22o_1 -> clkdlybuf4s50_1
  • Critical setup path kind: input pin to output pin
  • Family of cells with the greatest summed delay on the critical path: simple AND/OR/NAND/NOR gates

Layout
  • Finished Layout Cells: about 700
  • Area added between synthesis and finish: 123%
  • Dominant logic cell type in the layout: clkdlybuf4s50_1
  • Share of post-route cells with drive strength above 1: 2.16%
  • Highest-count cells in the layout ignoring fill and taps: clkdlybuf4s50_1, dlxtn_1, a22o_1, nor2b_1, buf_4
  • Post-Layout Inst Area: 0.00498 mm^2
  • Core Util, Final: 31.1%
  • Fill count: 1,638

STA
  • Final Max Slew Viols: 0
  • Setup repair after global routing missed its margin: false
  • Slew @ Worst Pin: 0.743 ns
  • Cycle use final: around 54%
  • Setup_tns: 0 ns
  • Time the final worst path needs with I/O delays and setup: just over 9 ns
  • Final number of hold-violating endpoints: 0
  • Number of setup violations in the final report: 0
  • Relative slew slack: between 50% and 60%
  • Upper clock frequency limit: between 100 and 150 MHz
  • Register pins left without a clock: 66
  • Count of endpoints without a timing constraint: roughly 130

Min path
  • Hold path startpoint: inst_mem[10]
  • Worst Hold Class: input pin to output pin

Job
  • Max Cap Violations: 0
  • Count of warning messages emitted by the tools: 32

CTS
  • Number of post-CTS setup repair buffers: 0
  • CTS-repair resized insts: 0
  • Hold buffers post-CTS: 0

Run status
  • Outcome: finished, final reports clean
path summary, 6_finish.rpt:
| path | end | slack (ns) | depth (start not counted) |
|---|---|---|---|
| max | reg_data_mem[14] | 7.89 | 5 |
| min | tb_inst_mem[10] | 6.84 | 0 |
Yosys cell counts, drive strengths merged:
cell,count
nor3,2
nor2,1
nand3b,1
a21oi,2
o32ai,1
nand2,1
nand2b,2
buf,42
clkbuf,7
dlxtn,66
or3b,1
nor2b,39
nor4bb,1
and4b,1
nand4b,1
a22o,63
mux2i,1
kinds of logic after synthesis:
family / Yosys count / share of synthesized area [%]
latches: 66 / 44.4
buf+inv: 49 / 15.0
simple gates: 50 / 14.5
mux: 1 / 0.449
compound gates: 66 / 25.6
layer usage:
metal / up-vias / track usage [%]
met3: 24 / 4.93
met2: 166 / 18.1
li1: 1257 / -
met1: 1197 / 10.5
met4: 0 / 1.39
met5: - / 0
through the flow:
step	hold slack, ns	worst slack, ns
global placement	6.84	7.98
detailed placement	6.84	7.90
finish	6.84	7.89
floorplan	6.89	9.15
CTS	6.84	7.89
global route	6.84	7.75
final cells by class:
class                   count  area (um^2)  area share [%]
repair buffers            281         2800            56.2
flip-flops and latches     66          991            19.9
multi-input cells         117          920            18.5
well taps                 216          270            5.43
diodes                      1         2.50          0.0502
flip-flops by register name, indices dropped and copies added, names as in the netlist:
| register | cells |
|---|---|
| ram_write_enable | 1 |
| ram_addr_mem | 32 |
| ram_data_mem | 32 |
| ram_read_enable | 1 |
power by group:
| group | switching [mW] | leakage (nW) | internal, mW |
|---|---|---|---|
| Clock | 0 | 0.00000634 | 0.00000000783 |
| Combinational | 0.0197 | 1.43 | 0.0557 |
| Sequential | 0.000728 | 0.512 | 0.0122 |
Power and IR drop assume default switching activity.
